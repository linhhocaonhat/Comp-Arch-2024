==> ./design.v <==
module vending(
	input logic clk,
	input logic rst_n,
	input logic nickel,
	input logic dime,
	input logic quarter,
	output logic soda,
	output logic [2:0] change
);
typedef enum logic [3:0] {
    ZERO = 4'b0000,
    FIVE = 4'b0001,
    TEN  = 4'b0010,
    FIFTEEN = 4'b0011,
    TWENTY = 4'b0100,
    TWENTY_FIVE = 4'b0101,
    THIRTY = 4'b0110,
    THIRTY_FIVE = 4'b0111,
    FORTY = 4'b1000
} state_t;
state_t current_state, next_state;
always @(posedge clk or negedge rst_n) begin
    if (!rst_n) begin
        current_state <= ZERO; 
    end else begin
        current_state <= next_state;
    end
end
always @(*) begin
    case (current_state)
        ZERO: begin
            if (nickel) begin
                next_state = FIVE;
            end else if (dime) begin
                next_state = TEN;
            end else if (quarter) begin
                next_state = TWENTY_FIVE;
            end else begin
                next_state = ZERO;
            end
        end
        FIVE: begin
            if (nickel) begin
                next_state = TEN;
            end else if (dime) begin
                next_state = FIFTEEN;
            end else if (quarter) begin
                next_state = THIRTY;
            end else begin
                next_state = FIVE;
            end
        end
        TEN: begin
            if (nickel) begin
                next_state = FIFTEEN;
            end else if (dime) begin
                next_state = TWENTY;
            end else if (quarter) begin
                next_state = THIRTY_FIVE;
            end else begin
                next_state = TEN;
            end
        end
        FIFTEEN: begin
            if (nickel) begin
                next_state = TWENTY;
            end else if (dime) begin
                next_state = TWENTY_FIVE;
            end else if (quarter) begin
                next_state = FORTY;
            end else begin
                next_state = FIFTEEN;
            end
        end
        TWENTY: begin
            next_state = ZERO;
        end
        TWENTY_FIVE: begin
            next_state = ZERO;
        end
        THIRTY: begin
            next_state = ZERO;
        end
        THIRTY_FIVE: begin
            next_state = ZERO;
        end
        FORTY: begin
            next_state = ZERO;
        end
        default: begin
            next_state = ZERO;
        end
    endcase
end
always @(*) begin
    case (current_state)
        FIVE: begin
            soda = 1'b0;
            change = 3'b000;
        end
        TEN: begin
            soda = 1'b0;
            change = 3'b000;
        end
        FIFTEEN: begin
            soda = 1'b0;
            change = 3'b000;
        end 
        TWENTY: begin
            soda = 1'b1;
            change = 3'b000;
        end
        TWENTY_FIVE: begin
            soda = 1'b1;
            change = 3'b001;
        end
        THIRTY: begin
            soda = 1'b1;
            change = 3'b010;
        end
        THIRTY_FIVE: begin
            soda = 1'b1;
            change = 3'b011;
        end
        FORTY: begin
            soda = 1'b1;
            change = 3'b100;
        end
        default: begin
            soda = 1'b0;
            change = 3'b000;
        end
    endcase
end
endmodule
==> ./run.sh <==
#!/bin/bash
# OpenROAD 26Q1-2900-gdf79404cd8, Yosys 0.63+post, stock flow scripts
make -C /OpenROAD-flow-scripts/flow DESIGN_CONFIG=/design/flow/config.mk WORK_HOME=/design/flow/orfs finish
==> ./config.mk <==
export PLATFORM = sky130hd
export DESIGN_NAME = vending
export DESIGN_NICKNAME = vending
export VERILOG_FILES = /design/flow/design.v
export SDC_FILE = /design/flow/constraint.sdc
export NUM_CORES = 4
export LEC_CHECK = 1
export CORE_AREA = 10 10 70 70
export DIE_AREA = 0 0 80 80
==> ./constraint.sdc <==
current_design vending

set clk_period 2.0
set clk_io_pct 0.2

create_clock -name clk0 -period $clk_period [get_ports {clk}]

set non_clock_inputs [all_inputs -no_clocks]
set_input_delay [expr $clk_period * $clk_io_pct] -clock clk0 $non_clock_inputs
set_output_delay [expr $clk_period * $clk_io_pct] -clock clk0 [all_outputs]
==> qor.log <==
qor: floorplanning.die_width 80 um
qor: setup_path.worst_r2r_startpoint current_state[1]
qor: hold_path.hold_class in -> async
qor: global_routing.grt_pass1_wl 897 um
qor: yosys.sequential_to_total_area_share_from_yosys_stat 41.9%
qor: setup_path.critical_path.top_delay_family buffers and inverters
qor: global_routing.grt_max_degree 8
qor: job.warnings 25
qor: setup_path.cpPeakStageDelay 510 ps
qor: run_status.run_status finished clean
qor: clock_tree.post_cts_buffers 0
qor: yosys.netlist_logic_family_top simple AND/OR/NAND/NOR gates
qor: global_routing.grt_antenna_before_repair 0
qor: cells_and_area.reg_top3 current_state x4
qor: clock_tree.clock_insertion_delay_worst_skew 230 ps
qor: clock_tree.tritoncts yes
qor: routing.post_dr_vias_cell 2.89
qor: routing.routed-via-count 231
qor: timing.finalSetupTns 0 ps
qor: yosys.post_synth_num_cell_types 18
qor: power.power_density 910 nW/um^2
qor: yosys.yosys.area_share.adder 0%
qor: setup_path.path_class reg -> out
qor: cells_and_area.largest_register_ff_count 4
qor: routing.n_antenna_cell 0
qor: routing.drt-wirelength-per-cell 7.43 um
qor: setup_path.critPathCapture change[2]
qor: routing.route.met2.wl 234 um
qor: yosys.yosys-mux-area-fraction 0%
qor: power.vdd.ir_drop.worst 0.155 mV
qor: timing.post-route-min-period 1870 ps
qor: yosys.simple_logic_cell_fraction_of_the_synthesized_area 34.0%
qor: routing.drt_first_pass_iters 2
qor: place.dpl.cell_count 77
qor: setup_path.required 1600 ps
qor: job.drv.max_cap_violation_count 0
qor: yosys.synth_warnings 1
qor: floorplanning.floorplan.io_pins 9
qor: setup_path.worstSetupStartpoint current_state[0]
qor: cells_and_area.drive_above_1_share 17.6%
qor: routing.drc_errors 0
qor: timing.setup_viol_count_final 0
qor: clock_tree.cts_inserted_buffers 3
qor: place.half_perimeter_wire_length_after_placement 472 um
qor: floorplanning.initial_core_util 7.00%
qor: setup_path.crit_path_capture_type primary output
qor: timing.finalMaxSlewViolations 0
qor: clock_tree.cts-root-to-sink-buffers 2
qor: setup_path.timing.critical_path.from_type register
qor: routing.antenna_violating_nets_post_route 0
qor: clock_tree.cts.sinks 4
qor: cells_and_area.layout.cells.non_filler 80
qor: cells_and_area.syn_to_final_growth 66.5%
qor: clock_tree.clkTransAtPathRegs 30 ps
qor: setup_path.buf_inv_on_cp 1
qor: clock_tree.cts-htree-levels 1
qor: floorplanning.dieHeight 80 um
qor: setup_path.slowest_stage sky130_fd_sc_hd__clkdlybuf4s50_1
qor: global_routing.grt_overflow 0
qor: yosys.synth_chip_area 239 sq um
qor: floorplanning.chip_area 6400 sq um
qor: floorplanning.placeableCoreArea 3420 sq um
qor: routing.top_signal_layer_used met4
qor: routing.drt_iter0_markers 5
qor: yosys.synth.yosys.num_cells 23
qor: timing.timing.final.crit_share 93.7%
qor: cells_and_area.design_area 398 sq um
qor: timing.max_slew.worst_pin.slew 324 ps
qor: yosys.avgSynthCellArea 10.4 sq um
qor: timing.finClkSkew 0.100 ps
qor: cells_and_area.lay_top_count sky130_fd_sc_hd__clkdlybuf4s50_1
qor: timing.timing.max_slew.rel_slack 78.4%
qor: clock_tree.cts_root_buffer sky130_fd_sc_hd__clkbuf_4
qor: global_routing.grt_use_total 1.65%
qor: place.port_buffers 8
qor: routing.met3WireLength 35 um
qor: yosys.post_synth_xor_area_fraction 0%
qor: yosys.compound_area_share 22.5%
qor: yosys.ys_seq_elements 4
qor: setup_path.worst-r2r-cell-count 3
qor: cells_and_area.dominant_logic_cell_types_in_the_final_layout sky130_fd_sc_hd__clkdlybuf4s50_1 (7), sky130_fd_sc_hd__dfrtp_1 (4), sky130_fd_sc_hd__clkbuf_4 (3)
qor: floorplanning.num_rows 21
qor: setup_path.arrival_worst_endpoint 1470 ps
qor: setup_path.worst_path_maximum_fanout 6
qor: place.placedInstanceArea 377 sq um
qor: global_routing.grt_pass1_vias 211
qor: yosys.post_synth_instance_area 239 sq um
qor: setup_path.timing.reg2reg.setup_slack 850 ps
qor: timing.final_hold_viol_count 0
qor: setup_path.critical_path_cell_count 2
qor: timing.grt_setup_unrepaired no
qor: routing.drt_wl_total 594 um
qor: yosys.syn_inst 23
qor: routing.routedLengthMet1 297 um
qor: power.power.static_leakage 0.140 nW
qor: setup_path.critical_path.reg2reg.endpoint current_state[2]
qor: place.gp_congestion 0.811
qor: cells_and_area.final_core_utilization 11.6%
qor: timing.fmax 534 MHz
qor: cells_and_area.max_flop_register current_state
qor: setup_path.worstPathCellList nor4b_2, clkdlybuf4s50_1
[how the worst min path moves through the flow]
stage | start | to | slack [ps]
finish | rst_n | current_state[3] | 370
global route | rst_n | current_state[1] | 380
CTS | rst_n | current_state[1] | 360
[worst register-to-register path, stage by stage, from the launching register on]
cell,delay [ps]
sky130_fd_sc_hd__dfrtp_1,430
sky130_fd_sc_hd__nand2_1,160
sky130_fd_sc_hd__a221oi_1,110
sky130_fd_sc_hd__a2111oi_2,340
[timing repair]
item                                    4_1_cts  5_1_grt
hold buffers                                  0        0
endpoints found under the setup margin        1        0
resized                                       1        0
[synth_stat cells]
cell type,instances,share of area (%)
sky130_fd_sc_hd__o21bai_1,1,3.1
sky130_fd_sc_hd__o21ai_1,1,2.1
sky130_fd_sc_hd__nand2b_1,1,2.6
sky130_fd_sc_hd__nand2_1,1,1.6
sky130_fd_sc_hd__or3_1,1,2.6
sky130_fd_sc_hd__and3_1,2,5.2
sky130_fd_sc_hd__nor4bb_1,1,4.2
sky130_fd_sc_hd__o21ai_0,1,2.1
sky130_fd_sc_hd__inv_1,1,1.6
sky130_fd_sc_hd__dfrtp_1,4,42
sky130_fd_sc_hd__nor3b_1,2,6.3
sky130_fd_sc_hd__nor2b_2,1,3.7
sky130_fd_sc_hd__nor4b_2,1,6.3
sky130_fd_sc_hd__a21oi_1,1,2.1
sky130_fd_sc_hd__o21a_1,1,3.1
sky130_fd_sc_hd__nor2_1,1,1.6
sky130_fd_sc_hd__a2111oi_2,1,6.3
sky130_fd_sc_hd__a221oi_1,1,3.7
[logic make-up after synthesis]
group | Yosys count
AND/OR/NAND/NOR | 11
AND-OR/OR-AND | 7
flip-flops | 4
buffers and inverters | 1
[metrics by stage]
step | total power, mW | hold slack, ps | worst slack [ps]
2_1_floorplan | 0.210 | 104 | 856
3_3_place_gp | 0.271 | 506 | 279
3_5_place_dp | 0.273 | 508 | 244
4_1_cts | 0.371 | 361 | 106
5_1_grt | 0.393 | 379 | 22.4
6_report | 0.362 | 370 | 126
[where the power goes]
part / leakage (nW) / internal (mW) / total [mW] / switching, mW
clock: 0.0138 / 0.0667 / 0.0944 / 0.0277
combinational: 0.0749 / 0.0768 / 0.122 / 0.0453
sequential: 0.0514 / 0.107 / 0.145 / 0.0384
total: 0.140 / 0.251 / 0.362 / 0.111
[per-layer routing]
| metal | global-route usage (%) | up-vias |
|---|---|---|
| met1 | 2.34 | 106 |
| met4 | 1.41 | 0 |
| li1 | - | 112 |
| met2 | 1.93 | 11 |
| met5 | 0 | - |
| met3 | 0.455 | 2 |
[cell type report]
cell class | instances | area, sq um
Tap cell | 46 | 57.6
Multi-Input combinational cell | 18 | 135
Timing Repair Buffer | 8 | 78.8
Sequential cell | 4 | 100
Inverter | 1 | 3.75
Clock buffer | 3 | 22.5
Fill cell | 392 | 3020
Power and IR drop assume default switching activity.
